===== /design/flow/run.sh =====
#!/bin/bash
# OpenROAD 26Q1-2900-gdf79404cd8, Yosys 0.63+post, stock flow scripts
make -C /OpenROAD-flow-scripts/flow DESIGN_CONFIG=/design/flow/config.mk WORK_HOME=/design/flow/orfs finish

===== /design/flow/config.mk =====
export PLATFORM = sky130hd
export DESIGN_NAME = multiply
export DESIGN_NICKNAME = multiply
export VERILOG_FILES = /design/flow/design.v
export SDC_FILE = /design/flow/constraint.sdc
export NUM_CORES = 4
export LEC_CHECK = 1
export CORE_AREA = 10 10 110 110
export DIE_AREA = 0 0 120 120

===== /design/flow/constraint.sdc =====
current_design multiply

set clk_period 12.7
set clk_io_pct 0.2

create_clock -name clk0 -period $clk_period

set non_clock_inputs [all_inputs -no_clocks]
set_input_delay [expr $clk_period * $clk_io_pct] -clock clk0 $non_clock_inputs
set_output_delay [expr $clk_period * $clk_io_pct] -clock clk0 [all_outputs]

===== /design/flow/design.v =====
`timescale 1ns / 1ps
module booth(
	input [3:0] input_a,  
	input [3:0] m,  
	input [4:0] input_q,  
	output [3:0] output_a, 
	output [4:0] output_q
	);
reg [3:0] temp1;
reg [4:0] temp2;
wire [3:0] sum_a = input_a + m;
wire [3:0] dif_a = input_a + ~m + 1;
always@(input_a,m,input_q,sum_a,dif_a)	
begin
	if((input_q[1:0] == 2'b00) || (input_q[1:0] == 2'b11))
	begin 
		temp1 = {input_a[3], input_a[3:1]};
		temp2 = {input_a[0], input_q[4:1]};
	end
	if(input_q[1:0]  == 2'b01)
	begin
		temp1 = {sum_a[3], sum_a[3:1]};
		temp2 = {sum_a[0], input_q[4:1]};
	end
	if(input_q[1:0] == 2'b10)
	begin
		temp1 = {dif_a[3], dif_a[3:1]};
		temp2 = {dif_a[0], input_q[4:1]};
	end
end
assign output_a = temp1;
assign output_q = temp2;	
endmodule
`timescale 1ns / 1ps
module multiply(
    input [3:0] multiplicand,
    input [3:0] multiplier,
    output [7:0] product,
	 input clock,
	 input start,
	 output busy
    );
wire [3:0]out_a1;
wire [4:0]out_q1;
wire [3:0]out_a2;
wire [4:0]out_q2;
wire [3:0]out_a3;
wire [4:0]out_q3;
wire [3:0]out_a4;
wire [4:0]out_q4;
booth b1(
	.input_a(4'b0000),
	.m(multiplier),
	.input_q({multiplicand,1'b0}),
	.output_a(out_a1),
	.output_q(out_q1)
);
booth b2(
	.input_a(out_a1),
	.m(multiplier),
	.input_q(out_q1),
	.output_a(out_a2),
	.output_q(out_q2)
);
booth b3(
	.input_a(out_a2),
	.m(multiplier),
	.input_q(out_q2),	
	.output_a(out_a3),
	.output_q(out_q3)
);
booth b4(
	.input_a(out_a3),
	.m(multiplier),
	.input_q(out_q3),
	.output_a(out_a4),
	.output_q(out_q4)
);
assign product = {out_a4, out_q4[4:1]};
endmodule

==> flow_summary.json <==
{
  "worst_pin_slew_ps": 528,
  "unclocked_pins": 23,
  "core-area_um2": 9770,
  "yosys.area.top_type_share_pct": 26.7,
  "drc": 0,
  "tool_warnings": 42,
  "async_flop_share_pct": 0,
  "slew_viol_final": 0,
  "leakage_nw": 0.774,
  "rows": 36,
  "powerDensity_nw_per_um2": 29.7,
  "cp_slowest_stage_delay_ps": 800,
  "setup.worst_path.end": "product[6]",
  "cp_top_family": "buffers and inverters",
  "antenna_found_initial": 0,
  "ys_ff": 23,
  "grt_first_pass_wirelength_mm": 4.20,
  "flop_cell": "dlxtn_1",
  "synthDistinctLibCells": 33,
  "die_w_um": 120,
  "vias": 989,
  "critPathBufInv": 3,
  "initCoreUtil_pct": 13.2,
  "cp_slowest_cell": "clkdlybuf4s50_1",
  "top_area_cell": "dlxtn_1",
  "gp_congestion": 0.811,
  "fillers": 1078,
  "crit_type": "input pin to output port",
  "syn_inst": 151,
  "cp-start-kind": "input pin",
  "maxCapViolations": 0,
  "die-area_um2": 14400,
  "untimed_endpoints": 23,
  "num_antenna_cells": 0,
  "crit_fanout": 9,
  "grt_pass1_vias": 931,
  "dp_hpwl_mm": 2.06,
  "drt_iter0_markers": 12,
  "ant_nets": 0,
  "finalPower_w": 0.0000497,
  "period_minus_slack_ps": 11820,
  "portBuffers": 16,
  "synth-edff-count": 0,
  "end_kind": "output port",
  "ys_cells": 151,
  "slew-limit-headroom_pct": 64.7,
  "drt-total-wl_mm": 2.39,
  "cts_hold_buf": 0,
  "pin_count": 19,
  "die_y_um": 120,
  "status": "finished, final reports clean",
  "setup_viol": 0,
  "max-vdd-ir-drop_mv": 0.00678,
  "cp_num_cells": 27,
  "setup_ws_ps": 882,
  "finalSetupTns_ps": 0,
  "cts_setup_buffers": 0,
  "hold_viol": 0,
  "post-route-period-util_pct": 93.1,
  "wl_per_cell_um": 7.51,
  "yosys-stat-area_um2": 1290,
  "grt.overflow.total": 0,
  "syn_area_per_cell_um2": 8.55,
  "critical_path.startpoint": "multiplier[1]",
  "grt_max_degree": 11,
  "synthTopCellsByArea": "dlxtn_1, ha_1, fa_1",
  "yosys_warnings": 2,
  "syn_to_final_growth_pct": 29.7,
  "netlist_area_um2": 1290,
  "vias_per_cell": 3.11,
  "arrival_ps": 9280,
  "required_ps": 10160,
  "pre_cts_ws_ps": 827,
  "first_pass_iters": 4,
  "drive_gt1_share_pct": 3.24,
  "fmax_ghz": 0.0846,
  "grt_use_total_pct": 3.32,
  "cts_resized": 0,
  "rsz0062_at_grt": "false"
}
[per-stage QoR]
step | util (%) | cell area, µm² | cells
final | 17.1 | 1680 | 318
after global routing | 17.1 | 1680 | 318
after CTS | 17.1 | 1680 | 318
after detailed placement | 17.1 | 1680 | 318
after global placement | 17.1 | 1680 | 318
after floorplan | - | 1380 | 174
[sequential cells by signal, summed over array words and instances (netlist names)]
name / count
b4.temp2: 4
b3.temp1: 3
b2.temp2: 5
b3.temp2: 5
b4.temp1: 3
b2.temp1: 3
[routing by layer]
metal,GRT usage (%),routed length [µm],share of wire (%),up-vias
li1,-,-,-,546
met1,4.20,1160,48,430
met2,6.05,1120,47,13
met3,0.666,109,4.6,0
met4,0,0,0,0
met5,0,0,0,-
[placed cells by master, fill, tap and decap left out, types with 4 or more instances in the layout]
cell             count
nand2_1             14
clkdlybuf4s50_1     16
o22ai_1              4
nor2_1               8
ha_1                17
o21ai_0             13
inv_1               17
a21oi_1              7
nand2b_1             4
fa_1                 6
conb_1              24
dlxtn_1             23
xnor2_1              4
xor2_1               8
[logic make-up after synthesis]
family                     synth area share (%)
and+or+nand+nor                            13.1
adders and majority gates                  25.8
buffers and inverters                      7.17
muxes                                     0.775
xor gates and xnor gates                   8.14
AOI/OAI and AO/OA                          18.0
latches                                    26.7
other                                     0.290
[synthesized netlist by cell type (all sizes together), types with 2 or more instances]
master / instances
dlxtn: 23
ha: 17
inv: 17
nand2: 14
o21ai: 13
nor2: 8
xor2: 8
a21oi: 7
fa: 6
o22ai: 5
nand2b: 4
xnor2: 4
a221oi: 3
buf: 3
nor2b: 3
clkbuf: 2
nor3: 2
[layout make-up]
type	instances	area [µm²]	area share, %
timing repair buffer	16	160	9.56
sequential	23	345	20.6
tap	133	166	9.93
inverter	17	63.8	3.81
multi-input combinational	129	940	56.1
[power breakdown]
part           switching [W]  internal [W]   total [W]
clock                      0             0           0
combinational      0.0000206     0.0000193   0.0000400
sequential        0.00000249    0.00000727  0.00000976
