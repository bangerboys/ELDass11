==> ./design.v <==
`timescale 1ns / 1ps
module okay(
	input [3:0] multiplicand,
    input [3:0] multiplier,
    output reg [7:0] product,
	 input clock,
	 input start,
	 output busy
	 );
	 always@(posedge start)
	 begin
		product = $signed(multiplicand) * $signed(multiplier);
	end
endmodule
==> ./run.sh <==
#!/bin/bash
# OpenROAD 26Q1-2900-gdf79404cd8, Yosys 0.63+post, stock flow scripts
make -C /OpenROAD-flow-scripts/flow DESIGN_CONFIG=/design/flow/config.mk WORK_HOME=/design/flow/orfs finish
==> ./config.mk <==
export PLATFORM = sky130hd
export DESIGN_NAME = okay
export DESIGN_NICKNAME = okay
export VERILOG_FILES = /design/flow/design.v
export SDC_FILE = /design/flow/constraint.sdc
export NUM_CORES = 4
export LEC_CHECK = 1
export CORE_AREA = 10 10 82 82
export DIE_AREA = 0 0 92 92
==> ./constraint.sdc <==
current_design okay

set clk_period 5.5
set clk_io_pct 0.2

create_clock -name clk0 -period $clk_period [get_ports {start}]

set non_clock_inputs [all_inputs -no_clocks]
set_input_delay [expr $clk_period * $clk_io_pct] -clock clk0 $non_clock_inputs
set_output_delay [expr $clk_period * $clk_io_pct] -clock clk0 [all_outputs]
==> results.yml <==
# physical design summary
worst_setup_path:
  critPathLaunchType: "primary input"
  endpoint_kind: "flop"
  worstPathMaxFanout: 4
  arrival_ns: 4.35
  crit_type: "in -> reg"
  cp.required_ns: 5.61
min_path:
  hp-class: "in -> reg"
  min_to: "product[0]"
  whs_path_depth: 2
  hold_start: "multiplicand[0]"
synthesis:
  logic_family: "adder cells"
  synth_area_um2: 737.0
  edf_count: 0
  adder_share: 0.4482
  syn_area_per_cell_um2: 10.68
  yosys_area_um2: 737.0
  synth_seq_share: 0.2173
  yosysWarnings: 2
  synthXorXnorAreaFrac: 0.1002
  yosys.area.top_type_share: 0.2445
  yosys.area.top_type: "fa_1"
  yosys-top-cells-area: "fa_1, dfxtp_1, ha_1"
  synthArstFlopShare: 0
  netlist_instances: 69
  common_cells: "ha_1, inv_1, and2_1, fa_1, dfxtp_1"
  ys_types: 18
  numSynthFlops: 8
  ff_type: "dfxtp_1"
  ys_sh_simple: 0.1138
  synthAoiAreaFrac: 0.04414
  synth.area.mux_share: 0
  yosys_cells: 69
place:
  dp_hpwl_um: 1159
  routabilityCongestion: 0.7753
  place_inst: 154
  io_buffers: 16
route:
  drtIter0Drc: 9
  n_antenna_cell: 0
  antenna_left: 0
  drt-vias-per-instance: 3.064
  vias: 481
  drt-total-wl_um: 1242
  wl_per_cell_um: 7.911
  first_pass_iters: 3
  drc: 0
cts:
  cts_tree: "built"
  h-tree-depth: 1
  cts_made_buffers: 3
  clk_pin_slew_worst_paths_ns: 0.04
  ctsHoldBuffers: 0
  clock-root-buffer: "clkbuf_8"
  clock-sinks: 8
  cts_buffer_depth: 2
  post_cts_buffers: 0
  postCtsResizedCells: 0
flow_run:
  tool_warnings: 26
  cap_violations: 0
grt:
  grt_pass1_vias: 498
  grt_max_degree: 5
  grt_first_pass_wirelength_um: 2201
  grt_overflow: 0
  track_usage: 0.03051
  antenna_found_initial: 0
final_timing:
  rsz0062_at_grt: "no"
  holdWs_ns: 1.504
  finalHoldViolations: 0
  max_freq_ghz: 0.2355
  setup_viol: 0
  slew_violations: 0
  period_needed_ns: 4.246
  fin_crit_sh: 0.7719
  setup_tns_ns: 0
cells_and_area:
  final_cells: 157
  n_fill_cell: 582
  syn_to_final_growth_pct: 38.20
  drive_gt1_frac: 0.05747
  logic_area_um2: 524.3
  largest_register_ffs: 8
  seq_area_um2: 160.2
power:
  leakage_uw: 0.0004899
  total_power_uw: 275.0
  vdd_drop_max_uv: 93.98
  power_density_mw_per_mm2: 270.0
floorplanning:
  dieWidth_um: 92
  core_mm2: 0.005075
  die_h_um: 92
  io_pins: 19
  rows: 26
  chipArea_mm2: 0.008464
  initCoreUtil: 0.1452
run_status:
  status: "complete, no violations"
-- critical path: stages --
cell	delay [ns]
clkdlybuf4s50_1	0.43
nand2b_1	0.18
fa_1	0.56
fa_1	0.44
fa_1	0.51
inv_1	0.04
ha_1	0.21
fa_1	0.40
a21o_1	0.19
a21oi_1	0.19
xnor2_1	0.09
-- how the worst max path moves through the flow --
stage,endpoint,slack (ns),cells past startpoint,start
after CTS,product[7],1.23,11,multiplicand[0]
after global routing,product[7],1.10,11,multiplicand[0]
final,product[7],1.25,11,multiplicand[0]
-- kinds of logic after synthesis --
kind of cell,Yosys count
other,1
DFF,8
and+or+nand+nor,15
AOI/OAI and AO/OA,5
buffers and inverters,13
adders and majority gates,21
xor gates and xnor gates,6
-- metal layers --
| metal | wire length, µm | track usage | vias up | share of wire |
|---|---|---|---|---|
| li1 | - | - | 247 | - |
| met1 | 545 | 0.04002 | 222 | 0.44 |
| met2 | 570 | 0.04706 | 10 | 0.46 |
| met3 | 104 | 0.009061 | 2 | 0.084 |
| met4 | 21 | 0.01028 | 0 | 0.017 |
| met5 | 0 | 0 | - | 0 |
-- stage by stage --
step / setup WS [ns] / instance area [µm²] / utilization
2_1_floorplan: 1.585 / 737.0 / -
3_3_place_gp: 1.010 / 977.2 / 0.1926
3_5_place_dp: 0.9934 / 977.2 / 0.1926
4_1_cts: 1.225 / 1018 / 0.2007
5_1_grt: 1.101 / 1018 / 0.2007
6_report: 1.254 / 1018 / 0.2007
-- report_power, final --
group	internal (µW)	switching (µW)	total, µW
registers	79.4	4.77	84.2
logic	77.6	43.5	121
clock network	47.4	22.4	69.7
-- cells in the final DEF (no fill, tap or decap), drive strengths merged --
cell type / instances
a21oi: 2
nand2b: 1
conb: 1
inv: 12
and2: 9
xor2: 1
xnor3: 1
clkbuf: 3
fa: 9
dfxtp: 8
nor2: 2
o21bai: 1
clkdlybuf4s50: 16
ha: 12
nand2: 3
xnor2: 4
a21o: 2
-- cell type report --
cell class,count,area share
well taps,70,0.08599
flip-flops and latches,8,0.1572
repair buffers,16,0.1572
multi-input cells,48,0.5147
clock buffers,3,0.04054
inverters,12,0.04423
No activity file was given, so power comes from the tool's default toggle rates.
